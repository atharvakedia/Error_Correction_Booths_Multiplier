### design/flow/design.v
module DIG_Counter_Nbit
#(
    parameter Bits = 2
)
(
    output [(Bits-1):0] out,
    output ovf,
    input C,
    input en,
    input clr
);
    reg [(Bits-1):0] count;
    always @ (posedge C) begin
        if (clr)
          count <= 'h0;
        else if (en)
          count <= count + 1'b1;
    end
    assign out = count;
    assign ovf = en? &count : 1'b0;
    initial begin
        count = 'h0;
    end
endmodule
module DIG_D_FF_1bit
#(
    parameter Default = 0
)
(
   input D,
   input C,
   output Q,
   output \~Q
);
    reg state;
    assign Q = state;
    assign \~Q = ~state;
    always @ (posedge C) begin
        state <= D;
    end
    initial begin
        state = Default;
    end
endmodule
module ControlUnit (
  input CLK,
  input RST,
  output \END ,
  output INIT,
  output EX_OP,
  output SHIFT
);
  wire END_temp;
  wire INIT_temp;
  wire s0;
  wire [4:0] s1;
  wire s2;
  wire s3;
  wire s4;
  wire s5;
  wire s6;
  wire s7;
  DIG_Counter_Nbit #(
    .Bits(5)
  )
  DIG_Counter_Nbit_i0 (
    .en( s0 ),
    .C( CLK ),
    .clr( RST ),
    .out( s1 )
  );
  assign s2 = s1[0];
  assign s3 = s1[1];
  assign s4 = s1[3];
  assign s5 = s1[4];
  assign INIT_temp = ~ (s2 | s3 | s1[2] | s4 | s5);
  assign END_temp = (s5 & s4 & s3 & s2);
  assign s6 = (~ END_temp & s2 & ~ INIT_temp);
  assign s0 = ~ END_temp;
  DIG_D_FF_1bit #(
    .Default(0)
  )
  DIG_D_FF_1bit_i1 (
    .D( s6 ),
    .C( CLK ),
    .Q( s7 )
  );
  assign EX_OP = (s6 & ~ CLK);
  assign SHIFT = (s7 & ~ CLK);
  assign \END  = END_temp;
  assign INIT = INIT_temp;
endmodule
module DIG_D_FF_AS_1bit
#(
    parameter Default = 0
)
(
   input Set,
   input D,
   input C,
   input Clr,
   output Q,
   output \~Q
);
    reg state;
    assign Q = state;
    assign \~Q  = ~state;
    always @ (posedge C or posedge Clr or posedge Set)
    begin
        if (Set)
            state <= 1'b1;
        else if (Clr)
            state <= 'h0;
        else
            state <= D;
    end
    initial begin
        state = Default;
    end
endmodule
module Mux_2x1
(
    input [0:0] sel,
    input in_0,
    input in_1,
    output reg out
);
    always @ (*) begin
        case (sel)
            1'h0: out = in_0;
            1'h1: out = in_1;
            default:
                out = 'h0;
        endcase
    end
endmodule
module ShiftBit (
  input EN,
  input SHIFT_IN,
  input LOAD,
  input BIT_IN,
  input CLR,
  input CLK,
  output OUT
);
  wire s0;
  wire s1;
  wire s2;
  wire OUT_temp;
  assign s0 = ((EN & SHIFT_IN) | (LOAD & BIT_IN));
  assign s1 = (LOAD | EN);
  DIG_D_FF_AS_1bit #(
    .Default(0)
  )
  DIG_D_FF_AS_1bit_i0 (
    .Set( 1'b0 ),
    .D( s2 ),
    .C( CLK ),
    .Clr( CLR ),
    .Q( OUT_temp )
  );
  Mux_2x1 Mux_2x1_i1 (
    .sel( s1 ),
    .in_0( OUT_temp ),
    .in_1( s0 ),
    .out( s2 )
  );
  assign OUT = OUT_temp;
endmodule
module Shifter (
  input CLK,
  input CLR,
  input LOAD,
  input SHIFT,
  input SHIFT_IN,
  input [12:0] DATA_IN,
  output [12:0] DATA_OUT
);
  wire s0;
  wire s1;
  wire s2;
  wire s3;
  wire s4;
  wire s5;
  wire s6;
  wire s7;
  wire s8;
  wire s9;
  wire s10;
  wire s11;
  wire s12;
  wire s13;
  wire s14;
  wire s15;
  wire s16;
  wire s17;
  wire s18;
  wire s19;
  wire s20;
  wire s21;
  wire s22;
  wire s23;
  wire s24;
  wire s25;
  assign s24 = DATA_IN[0];
  assign s7 = DATA_IN[1];
  assign s5 = DATA_IN[2];
  assign s3 = DATA_IN[3];
  assign s1 = DATA_IN[4];
  assign s16 = DATA_IN[5];
  assign s14 = DATA_IN[6];
  assign s12 = DATA_IN[7];
  assign s10 = DATA_IN[8];
  assign s23 = DATA_IN[9];
  assign s21 = DATA_IN[10];
  assign s19 = DATA_IN[11];
  assign s17 = DATA_IN[12];
  ShiftBit ShiftBit_i0 (
    .EN( SHIFT ),
    .SHIFT_IN( SHIFT_IN ),
    .LOAD( LOAD ),
    .BIT_IN( s17 ),
    .CLR( CLR ),
    .CLK( CLK ),
    .OUT( s18 )
  );
  ShiftBit ShiftBit_i1 (
    .EN( SHIFT ),
    .SHIFT_IN( s18 ),
    .LOAD( LOAD ),
    .BIT_IN( s19 ),
    .CLR( CLR ),
    .CLK( CLK ),
    .OUT( s20 )
  );
  ShiftBit ShiftBit_i2 (
    .EN( SHIFT ),
    .SHIFT_IN( s20 ),
    .LOAD( LOAD ),
    .BIT_IN( s21 ),
    .CLR( CLR ),
    .CLK( CLK ),
    .OUT( s22 )
  );
  ShiftBit ShiftBit_i3 (
    .EN( SHIFT ),
    .SHIFT_IN( s22 ),
    .LOAD( LOAD ),
    .BIT_IN( s23 ),
    .CLR( CLR ),
    .CLK( CLK ),
    .OUT( s9 )
  );
  ShiftBit ShiftBit_i4 (
    .EN( SHIFT ),
    .SHIFT_IN( s9 ),
    .LOAD( LOAD ),
    .BIT_IN( s10 ),
    .CLR( CLR ),
    .CLK( CLK ),
    .OUT( s11 )
  );
  ShiftBit ShiftBit_i5 (
    .EN( SHIFT ),
    .SHIFT_IN( s11 ),
    .LOAD( LOAD ),
    .BIT_IN( s12 ),
    .CLR( CLR ),
    .CLK( CLK ),
    .OUT( s13 )
  );
  ShiftBit ShiftBit_i6 (
    .EN( SHIFT ),
    .SHIFT_IN( s13 ),
    .LOAD( LOAD ),
    .BIT_IN( s14 ),
    .CLR( CLR ),
    .CLK( CLK ),
    .OUT( s15 )
  );
  ShiftBit ShiftBit_i7 (
    .EN( SHIFT ),
    .SHIFT_IN( s15 ),
    .LOAD( LOAD ),
    .BIT_IN( s16 ),
    .CLR( CLR ),
    .CLK( CLK ),
    .OUT( s0 )
  );
  ShiftBit ShiftBit_i8 (
    .EN( SHIFT ),
    .SHIFT_IN( s0 ),
    .LOAD( LOAD ),
    .BIT_IN( s1 ),
    .CLR( CLR ),
    .CLK( CLK ),
    .OUT( s2 )
  );
  ShiftBit ShiftBit_i9 (
    .EN( SHIFT ),
    .SHIFT_IN( s2 ),
    .LOAD( LOAD ),
    .BIT_IN( s3 ),
    .CLR( CLR ),
    .CLK( CLK ),
    .OUT( s4 )
  );
  ShiftBit ShiftBit_i10 (
    .EN( SHIFT ),
    .SHIFT_IN( s4 ),
    .LOAD( LOAD ),
    .BIT_IN( s5 ),
    .CLR( CLR ),
    .CLK( CLK ),
    .OUT( s6 )
  );
  ShiftBit ShiftBit_i11 (
    .EN( SHIFT ),
    .SHIFT_IN( s6 ),
    .LOAD( LOAD ),
    .BIT_IN( s7 ),
    .CLR( CLR ),
    .CLK( CLK ),
    .OUT( s8 )
  );
  ShiftBit ShiftBit_i12 (
    .EN( SHIFT ),
    .SHIFT_IN( s8 ),
    .LOAD( LOAD ),
    .BIT_IN( s24 ),
    .CLR( CLR ),
    .CLK( CLK ),
    .OUT( s25 )
  );
  assign DATA_OUT[0] = s25;
  assign DATA_OUT[1] = s8;
  assign DATA_OUT[2] = s6;
  assign DATA_OUT[3] = s4;
  assign DATA_OUT[4] = s2;
  assign DATA_OUT[5] = s0;
  assign DATA_OUT[6] = s15;
  assign DATA_OUT[7] = s13;
  assign DATA_OUT[8] = s11;
  assign DATA_OUT[9] = s9;
  assign DATA_OUT[10] = s22;
  assign DATA_OUT[11] = s20;
  assign DATA_OUT[12] = s18;
endmodule
module DIG_Add
#(
    parameter Bits = 1
)
(
    input [(Bits-1):0] a,
    input [(Bits-1):0] b,
    input c_i,
    output [(Bits - 1):0] s,
    output c_o
);
   wire [Bits:0] temp;
   assign temp = a + b + c_i;
   assign s = temp [(Bits-1):0];
   assign c_o = temp[Bits];
endmodule
module DIG_Sub #(
    parameter Bits = 2
)
(
    input [(Bits-1):0] a,
    input [(Bits-1):0] b,
    input c_i,
    output [(Bits-1):0] s,
    output c_o
);
    wire [Bits:0] temp;
    assign temp = a - b - c_i;
    assign s = temp[(Bits-1):0];
    assign c_o = temp[Bits];
endmodule
module DIG_Register
(
    input C,
    input en,
    input D,
    output Q
);
    reg  state = 'h0;
    assign Q = state;
    always @ (posedge C) begin
        if (en)
            state <= D;
   end
endmodule
module Mux_2x1_NBits #(
    parameter Bits = 2
)
(
    input [0:0] sel,
    input [(Bits - 1):0] in_0,
    input [(Bits - 1):0] in_1,
    output reg [(Bits - 1):0] out
);
    always @ (*) begin
        case (sel)
            1'h0: out = in_0;
            1'h1: out = in_1;
            default:
                out = 'h0;
        endcase
    end
endmodule
module BoothsMultiplier (
  input CLK,
  input CLR,
  input [12:0] MULTIPLIER,
  input [12:0] MULTIPLICAND,
  output [25:0] RESULT,
  output DONE,
  output [1:0] OP_DONE
);
  wire s0;
  wire s1;
  wire s2;
  wire s3;
  wire s4;
  wire [12:0] s5;
  wire [12:0] s6;
  wire s7;
  wire [12:0] s8;
  wire [25:0] RESULT_temp;
  wire [12:0] s9;
  wire [12:0] s10;
  wire [12:0] s11;
  wire [12:0] s12;
  wire s13;
  wire s14;
  wire s15;
  wire s16;
  wire s17;
  ControlUnit ControlUnit_i0 (
    .CLK( CLK ),
    .RST( CLR ),
    .\END ( DONE ),
    .INIT( s0 ),
    .EX_OP( s1 ),
    .SHIFT( s2 )
  );
  Shifter Shifter_i1 (
    .CLK( CLK ),
    .CLR( CLR ),
    .LOAD( s3 ),
    .SHIFT( s2 ),
    .SHIFT_IN( s4 ),
    .DATA_IN( s5 ),
    .DATA_OUT( s6 )
  );
  Shifter Shifter_i2 (
    .CLK( CLK ),
    .CLR( CLR ),
    .LOAD( s0 ),
    .SHIFT( s2 ),
    .SHIFT_IN( s7 ),
    .DATA_IN( MULTIPLIER ),
    .DATA_OUT( s8 )
  );
  DIG_Add #(
    .Bits(13)
  )
  DIG_Add_i3 (
    .a( s9 ),
    .b( MULTIPLICAND ),
    .c_i( 1'b0 ),
    .s( s10 )
  );
  DIG_Sub #(
    .Bits(13)
  )
  DIG_Sub_i4 (
    .a( s11 ),
    .b( MULTIPLICAND ),
    .c_i( 1'b0 ),
    .s( s12 )
  );
  assign s3 = ((s14 ^ s15) & s1);
  assign s17 = (MULTIPLICAND[12] ^ s13);
  DIG_D_FF_AS_1bit #(
    .Default(0)
  )
  DIG_D_FF_AS_1bit_i5 (
    .Set( 1'b0 ),
    .D( s17 ),
    .C( s3 ),
    .Clr( CLR ),
    .Q( s4 )
  );
  assign RESULT_temp[12:0] = s8;
  assign RESULT_temp[25:13] = s6;
  assign s9 = RESULT_temp[25:13];
  assign s11 = RESULT_temp[25:13];
  assign s7 = RESULT_temp[13];
  assign s16 = RESULT_temp[0];
  assign s15 = RESULT_temp[0];
  DIG_Register DIG_Register_i6 (
    .D( s16 ),
    .C( CLK ),
    .en( 1'b1 ),
    .Q( s14 )
  );
  assign s13 = (~ s14 & s15);
  assign OP_DONE[0] = RESULT_temp[0];
  assign OP_DONE[1] = s14;
  Mux_2x1_NBits #(
    .Bits(13)
  )
  Mux_2x1_NBits_i7 (
    .sel( s13 ),
    .in_0( s10 ),
    .in_1( s12 ),
    .out( s5 )
  );
  assign RESULT = RESULT_temp;
endmodule
### design/flow/run.sh
#!/bin/bash
# OpenROAD 26Q1-2900-gdf79404cd8, Yosys 0.63+post, stock flow scripts
make -C /OpenROAD-flow-scripts/flow DESIGN_CONFIG=/design/flow/config.mk WORK_HOME=/design/flow/orfs finish
### design/flow/config.mk
export PLATFORM = sky130hd
export DESIGN_NAME = BoothsMultiplier
export DESIGN_NICKNAME = BoothsMultiplier
export VERILOG_FILES = /design/flow/design.v
export SDC_FILE = /design/flow/constraint.sdc
export NUM_CORES = 4
export LEC_CHECK = 1
export CORE_UTILIZATION = 40
### design/flow/constraint.sdc
current_design BoothsMultiplier

set clk_period 3.9
set clk_io_pct 0.2

create_clock -name clk0 -period $clk_period [get_ports {CLK}]

set non_clock_inputs [all_inputs -no_clocks]
set_input_delay [expr $clk_period * $clk_io_pct] -clock clk0 $non_clock_inputs
set_output_delay [expr $clk_period * $clk_io_pct] -clock clk0 [all_outputs]
==> flow_summary.toml <==
# implementation run metrics
[status]
status = "complete, no violations"

[drt]
via_per_inst = 5.469
via_count = 2412
num_antenna_cells = 0
drtIter0Drc = 234
drc = 0
ant_nets = 0
wirelength_mm = 6.416
dr.pass1.iters = 4
drt-wirelength-per-cell_um = 14.55

[placement]
dp.cells = 386
post-place-ws_ns = 0.08777
place_hpwl_mm = 3.858
routabilityCongestion = 0.9101
io_buffers = 56

[die]
die_w_um = 81.00
coreArea_um2 = 5956
die.size.y_um = 81.00
dieArea_um2 = 6560
fp-row-count = 28
ios = 57
initCoreUtil_pct = 41.91

[finish]
layout_top_cell = "clkdlybuf4s50_1"
drive_gt1_share_pct = 16.94
logic_area_um2 = 1351
fillers = 456
finalNonFillerCells = 441
utilization_pct = 61.28
mostFrequentLayoutCells = "clkdlybuf4s50_1 (56), nand2_1 (39), clkbuf_8 (37)"
largest_register_ffs = 5
area_growth_pct = 46.22
flop_area_um2 = 817.0
largest_register = "ControlUnit_i0.DIG_Counter_Nbit_i0.count"

[yosys]
synth_warnings = 7
synth.yosys.seq_area_share_pct = 32.68
yosys_cells = 288
ys_ff = 34
ys_area_um2 = 2496
syn-cell-area_um2 = 2496
yosysUniqueCellTypes = 52
edf_count = 0
async_reset_ff_share_pct = 79.41
syn_area_per_cell_um2 = 8.667
synthCells = 288
yosys_most_used_dff = "dfrtp_1"

[global_route]
grt_max_degree = 28
grt_pass1_wl_mm = 10.83
gr-total-overflow = 0
antenna_found_initial = 0
grt.total_usage_pct = 22.39
grt_pass1_vias = 2960

[timing]
drv_slew = 0
setup_violations = 0
fin_ws_ns = 0.1431
tns_ns = 0
hold_violations = 0
rsz0062_at_grt = "no"
tightest_slew_ns = 0.7065
slew_headroom_pct = 52.48
finClkSkew_ns = 0.2924

[flow_run]
openroad.warnings = 101
drv_cap = 0

[setup_path]
path_cells = "clkbuf_8, clkbuf_8, clkbuf_8, clkbuf_8, clkbuf_8, clkbuf_8, clkbuf_8, clkbuf_8, clkbuf_8, nor2b_1, clkbuf_8, clkbuf_8, clkbuf_8, nor2_2, clkbuf_8, clkbuf_8, a2111oi_2, nand2_1"
cp.arrival_ns = 4.34
critPathLaunchType = "clock port"
critical-path-top-delay-family = "buffers and inverters"
required_ns = 4.49
critPathMostFrequentCell = "clkbuf_8"
cp-end-kind = "register"
critical-path-max-stage-delay_ns = 0.35
worstSetupPathType = "clk -> reg"
slowest_stage = "a2111oi_2"
crit_start = "CLK"
path_max_fanout = 13
crit_buf_inv = 14

[power]
power_per_cell_area_nw_per_um2 = 734.7
vdd_drop_max_v = 0.0004427
leakage_nw = 1.675

[clocking]
cts_setup_buffers = 0
cts.repair.resized = 0
hold_buffers = 0
clkTransAtPathRegs_ns = 0.07
clock_latency_ns = 0.99
cts_tree = "built"

[hold_path]
hold_class = "clk -> reg"
hold_start = "CLK"
synthesized netlist by cell type, drive strengths merged, types with 2 or more instances:
cell type,instances,area share (%)
dfxtp,7,5.6
nand3,3,0.60
clkbuf,5,0.75
nor2,21,3.3
o21ai,10,2.0
dfrtp,27,27
nand2,39,5.9
o211ai,2,0.60
a22oi,17,5.1
xnor2,13,4.6
mux2i,3,1.2
and3,2,0.50
a21oi,16,3.2
o21a,2,0.60
inv,17,2.8
buf,32,9.7
nor3b,3,1.1
a31oi,4,1.0
ha,16,8.0
nand4,3,0.75
nor2b,3,0.75
nor3,7,1.4
a221o,6,2.4
or2,2,0.50
xor2,9,3.2
final timing paths:
| check | endpoint | slack, ns | depth (start not counted) |
|---|---|---|---|
| setup reg to reg | Shifter_i1.ShiftBit_i2.DIG_D_FF_AS_1bit_i0.state | 0.79 | 9 |
| hold / removal | Shifter_i1.ShiftBit_i5.DIG_D_FF_AS_1bit_i0.state | 0.19 | 7 |
| max in group asynchronous | DIG_D_FF_AS_1bit_i5.state | 1.73 | 2 |
| min in group asynchronous | Shifter_i1.ShiftBit_i3.DIG_D_FF_AS_1bit_i0.state | 0.66 | 3 |
| max in group gated | clock gate | 0.15 | 4 |
| hold reg to reg | DIG_Register_i6.state | 0.46 | 0 |
| min in group gated | clock gate | 4.96 | 2 |
| setup / recovery | Shifter_i1.ShiftBit_i1.DIG_D_FF_AS_1bit_i0.state | 0.14 | 18 |
cell families after synthesis:
group	after synthesis	synth area share [%]
compound gates	67	18.75
flops	34	32.68
buf+inv	54	13.18
simple gates	90	17.19
fa+ha+maj	17	8.822
xor+xnor	22	7.720
mux	4	1.654
routing by layer:
metal / global-route usage [%] / vias to the layer above / part of all wire, %
met2: 25.21 / 120 / 44
met5: 6.667 / - / 0
met3: 18.36 / 28 / 9.1
met4: 21.07 / 0 / 3.3
li1: - / 1140 / -
met1: 24.59 / 1124 / 44
through the flow:
stage	power, mW	cell area (um^2)	hold WS (ns)
global placement	1.730	2920	0.4431
floorplan	1.493	2496	0.4138
detailed placement	1.726	2920	0.4492
CTS	2.700	3649	0.1757
finish	2.682	3650	0.1903
global route	2.905	3650	0.1988
worst reg2reg max path, delay by kind of cell, from the launching register on:
| kind | cells | cell delay, ns |
|---|---|---|
| compound gates | 3 | 0.75 |
| fa+ha+maj | 2 | 0.94 |
| flops | 1 | 0.40 |
| mux | 2 | 0.67 |
| simple gates | 2 | 0.24 |
power breakdown:
group          internal (mW)  switching [mW]  total, mW
Clock                  0.747           0.360       1.11
Sequential             0.461           0.125      0.587
Combinational          0.513           0.476      0.988
cell type report:
class	count	area share (%)
clock buffer	46	17.21
clock inverter	10	2.983
inverter	16	1.646
multi-input combinational	200	37.02
sequential	34	22.39
tap	75	2.571
timing repair buffer	60	16.18
Power and IR drop assume default switching activity.
